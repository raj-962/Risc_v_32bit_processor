==> design/flow/design.v <==
module alu_unit ( A , B , control_in , zero , ALU_out );
    input [31:0]A;
    input [31:0]B;
    input [3:0]control_in;
    output reg zero ;
    output reg [31:0] ALU_out;
         always @(A or B or control_in) begin
            case (control_in)
             4'b0000: ALU_out = A + B;           		 
             4'b0001: ALU_out = A - B;           		 
             4'b0010: ALU_out = A & B;           		 
             4'b0011: ALU_out = A | B;           		 
             4'b0100: ALU_out = A ^ B;           		 
             4'b0101: ALU_out = A << B[4:0];     		 
             4'b0110: ALU_out = A >> B[4:0];     		 
             4'b0111: ALU_out = $signed(A) >>> B[4:0];     
             4'b1000: ALU_out =($signed(A) < $signed(B)) ? 32'b1 : 32'b0;
            default: ALU_out = 32'b0;          		
            endcase
        zero = (ALU_out == 32'b0) ? 1 : 0;
    end
endmodule  
==> design/flow/run.sh <==
#!/bin/bash
# OpenROAD 26Q1-2900-gdf79404cd8, Yosys 0.63+post, stock flow scripts
make -C /OpenROAD-flow-scripts/flow DESIGN_CONFIG=/design/flow/config.mk WORK_HOME=/design/flow/orfs finish
==> design/flow/config.mk <==
export PLATFORM = sky130hd
export DESIGN_NAME = alu_unit
export DESIGN_NICKNAME = alu_unit
export VERILOG_FILES = /design/flow/design.v
export SDC_FILE = /design/flow/constraint.sdc
export NUM_CORES = 4
export LEC_CHECK = 1
export CORE_UTILIZATION = 30
==> design/flow/constraint.sdc <==
current_design alu_unit

set clk_period 20.5
set clk_io_pct 0.2

create_clock -name clk0 -period $clk_period

set non_clock_inputs [all_inputs -no_clocks]
set_input_delay [expr $clk_period * $clk_io_pct] -clock clk0 $non_clock_inputs
set_output_delay [expr $clk_period * $clk_io_pct] -clock clk0 [all_outputs]
==> results.json <==
{
  "outcome": "completed",
  "routedWlPerCell_um": 27.4,
  "grt_use_total_pct": 30.9,
  "ys_area_sq_um": 9470,
  "yosys_warnings": 1,
  "critPathKind": "input port to primary output",
  "max-vdd-ir-drop_v": 0.0000170,
  "postSynthAreaPerCell_sq_um": 6.71,
  "grt_max_degree": 59,
  "ios": 101,
  "ys_seq_share_pct": 0,
  "timing.fmax_mhz": 73.7,
  "post-cts-setup-buffer-count": 0,
  "finalMaxSlewViolations": 0,
  "rsz0062_at_grt": "no",
  "core-area_sq_um": 30800,
  "max-cap-violations": 0,
  "setup_viol": 0,
  "netlist_area_sq_um": 9470,
  "p_int_mw": 0.117,
  "cp_slowest_cell": "nor4_1",
  "critPathLaunchType": "input port",
  "portBuffers": 101,
  "fin_setup_tns_ps": 0,
  "path_max_fanout": 49,
  "dpl.hpwl_um": 39000,
  "cp_cell_sequence": "clkdlybuf4s50_1, buf_4, inv_1, ha_1, and2_1, a221o_1, o211ai_1, nand3_1, a221oi_1, o211ai_1, nor4_1, nand4b_1, nor4_1, nand3b_1, nor4_2, clkdlybuf4s50_1",
  "warnings": 97,
  "syn2layout_area_growth_pct": 13.5,
  "synth_cell_types": 85,
  "ff_count": 0,
  "grt_antenna_before_repair": 0,
  "die_w_um": 180,
  "postCtsHoldBufs": 0,
  "yosys_cells": 1411,
  "rows": 64,
  "cts-resized-gates": 0,
  "fin_crit_sh_pct": 66.2,
  "drc": 0,
  "required_ps": 16400,
  "dr.pass1.iters": 23,
  "p_switching_mw": 0.191,
  "insertedDiodeCount": 0,
  "clkbuf_count": 0,
  "leakagePower_nw": 4.30,
  "slew_headroom_pct": 33.4,
  "grt_pass1_vias": 11100,
  "die_h_um": 180,
  "cp_slowest_stage_delay_ps": 740,
  "wirelength_um": 50200,
  "floorplan.core_util_pct": 30.7,
  "grt.overflow.total": 0,
  "tightest_slew_ps": 997,
  "drive_gt1_share_pct": 7.67,
  "ant_nets": 0,
  "drtIter0Drc": 1546,
  "comb_power_share_pct": 100.0,
  "dr_total_vias": 12100,
  "cp-end-kind": "primary output",
  "power_mw": 0.308,
  "clkPwrFrac_pct": 0,
  "seq_area_sq_um": 0,
  "chipArea_sq_um": 32300,
  "post-route-min-period_ps": 13580,
  "hold_violations": 0,
  "seq_power_share_pct": 0,
  "grt_pass1_wl_um": 74800,
  "gp_congestion": 1.06,
  "p_per_area_nw_per_um2": 28.7,
  "syn_inst": 1411,
  "via_per_inst": 6.61,
  "cp.arrival_ps": 9480,
  "hold_class": "input port to primary output",
  "switching_share_pct": 62.1
}
[area by class of cell]
type	count	area [sq um]
inverters	99	372
multi-input cells	1200	8620
well taps	396	495
fillers	3265	20100
repair buffers	136	1260
[per-stage QoR]
stage	worst slack [ps]	utilization, %	cell area [sq um]	hold WS, ps	std cells
2_1_floorplan	8800	-	9470	8390	1411
3_3_place_gp	6970	34.9	10800	9480	1831
3_5_place_dp	7090	34.9	10800	9460	1831
4_1_cts	7070	34.9	10800	9470	1831
5_1_grt	6560	34.9	10800	9600	1831
6_report	6920	34.9	10800	9540	1831
[worst max-delay path: cells and delay by family]
family                   cells  cell delay [ps]
AND/OR/NAND/NOR              7             1960
buffers and inverters        4             1570
AND-OR/OR-AND                4             1450
adder cells (fa/ha/maj)      1              380
[per-layer routing]
layer | routed length [um] | share of wire, % | track usage (%) | vias up
met5 | 0 | 0 | 0 | -
met4 | 2430 | 4.8 | 12.3 | 0
met3 | 4900 | 9.8 | 4.60 | 122
met2 | 21600 | 43 | 46.4 | 817
met1 | 21300 | 42 | 44.6 | 5746
li1 | - | - | - | 5424
[synth_stat cells, types with 7 or more instances]
library cell	number	area, sq um
or4_1	7	52.6
a221o_1	9	90.1
buf_2	25	125
mux4_2	24	541
o21ai_0	87	435
o221ai_1	13	114
o31ai_1	18	135
a21oi_1	114	571
a211oi_1	23	173
nand4_1	13	81.3
or2_2	7	43.8
a21o_1	8	60.1
o211ai_1	32	240
mux2_2	20	225
a22oi_1	26	195
nand2b_1	16	100
a31oi_1	25	156
nor2_1	129	484
clkbuf_1	69	259
nand3_1	32	160
nor4_1	19	119
nor2b_1	10	62.6
ha_1	97	1210
buf_1	8	30.0
nand2_1	117	439
o21a_1	7	52.6
and3_1	10	62.6
inv_1	99	372
o2111ai_1	8	70.1
or3_1	8	50.1
a221oi_1	13	114
xnor2_1	13	114
nor3_1	47	235
o22ai_1	43	269
a2111oi_0	8	70.1
o21bai_1	7	52.6
mux2i_1	76	761
[kinds of logic (layout without fill, tap and decap cells)]
family	count (synthesis)	count (layout)	synth area share (%)
simple gates	448	448	22.9
fa+ha+maj	99	99	13.2
xor+xnor	16	16	1.48
buf+inv	211	235	9.29
mux	124	124	16.7
compound gates	513	513	36.4
[cells in the final DEF (no fill, tap or decap), types with 26 or more instances in the layout]
| master | instances |
|---|---|
| buf_4 | 37 |
| o22ai_1 | 43 |
| a22oi_1 | 26 |
| clkdlybuf4s50_1 | 98 |
| ha_1 | 97 |
| o211ai_1 | 32 |
| inv_1 | 99 |
| nor3_1 | 47 |
| mux2i_1 | 76 |
| a21oi_1 | 114 |
| o21ai_0 | 87 |
| nand3_1 | 32 |
| nor2_1 | 129 |
| nand2_1 | 117 |
[final timing paths]
kind                   from     endpoint  slack, ps  cells past startpoint
worst max-delay path   B[3]         zero       6920                     16
worst min-delay path  B[11]  ALU_out[11]       9540                      5
[power by group through the flow]
stage	registers (mW)	logic (mW)	clock network (mW)
global route	0	0.328	0
CTS	0	0.300	0
finish	0	0.308	0
