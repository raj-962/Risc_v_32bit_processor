===== design/flow/config.mk =====
export PLATFORM = sky130hd
export DESIGN_NAME = instruction_mem
export DESIGN_NICKNAME = instruction_mem
export VERILOG_FILES = /design/flow/design.v
export SDC_FILE = /design/flow/constraint.sdc
export NUM_CORES = 4
export LEC_CHECK = 1
export CORE_AREA = 10 10 70 70
export DIE_AREA = 0 0 80 80

===== design/flow/run.sh =====
#!/bin/bash
# OpenROAD 26Q1-2900-gdf79404cd8, Yosys 0.63+post, stock flow scripts
make -C /OpenROAD-flow-scripts/flow DESIGN_CONFIG=/design/flow/config.mk WORK_HOME=/design/flow/orfs finish

===== design/flow/constraint.sdc =====
current_design instruction_mem

set clk_period 1.8
set clk_io_pct 0.2

create_clock -name clk0 -period $clk_period

set non_clock_inputs [all_inputs -no_clocks]
set_input_delay [expr $clk_period * $clk_io_pct] -clock clk0 $non_clock_inputs
set_output_delay [expr $clk_period * $clk_io_pct] -clock clk0 [all_outputs]

===== design/flow/design.v =====
module instruction_mem(clk,rst,read_addr,instruction_out);
    input clk;
    input rst;
    input [31:0] read_addr;
    output reg [31:0] instruction_out;
    reg [31:0] I_Mem[0:63];  
    integer i;
    always @(*) begin
        instruction_out = I_Mem[read_addr >> 2];  
    end
    initial begin
        for (i = 0; i < 64; i = i + 1) begin
            I_Mem[i] = 32'h00000000;
        end
        I_Mem[0] = 32'b0000000000000000000000000000000 ;        
        I_Mem[1] = 32'b0000000_11001_10000_000_01101_0110011;     
        I_Mem[2] = 32'b0100000_00011_01000_000_00101_0110011;      
        I_Mem[3] = 32'b0000000_00011_00010_111_00001_0110011;     
        I_Mem[4] = 32'b0000000_00101_00011_110_00100_0110011;     
        I_Mem[5] = 32'b0000000_00101_00011_100_00100_0110011;     
        I_Mem[6] = 32'b000000000101_00010_111_00001_0010011;      
        I_Mem[7]  = 32'b000000000011_01000_110_01001_0010011;      
	    I_Mem[8] = 32'b000000000100_01000_110_01001_0010011;      
	    I_Mem[9]=  32'b000000000101_01010_000_01001_0000011;      
	    I_Mem[10] = 32'b000000000011_00011_001_01001_0000011;     
        I_Mem[11]= 32'b000000001111_00010_010_01000_0000011;     
        I_Mem[12] =  32'b0000000_01111_00011_000_01000_0100011;      
	    I_Mem[13] =  32'b0000000_01110_00110_001_01010_0100011;      
	    I_Mem[14] = 32'b0000000_01110_00110_010_01100_0100011;      
    end
endmodule

==> flow_metrics.tcl <==
# place-and-route summary
set metrics [dict create \
    status "complete, no violations" \
    end_kind "output port" \
    dp_slack_ns -0.769 \
    path_max_fanout 2 \
    drive_gt1_share_pct 49.7 \
    flop-count 0 \
    vias 818 \
    synthTopCellsByArea "buf_4 15%, ha_1 14%, a21oi_1 6.3%" \
    wl_per_cell_um 14.1 \
    wirelength_um 2660 \
    initial_utilization_pct 18.8 \
    nClkBuffers 0 \
    finalCritPeriodShare_pct 96.8 \
    ctsHoldBuffers 0 \
    placed_cells 175 \
    critPathLaunchType "primary input" \
    gr-usage-met3_pct 1.25 \
    firstDrtPassIters 4 \
    diodes 0 \
    cp.required_ns 1.44 \
    flop_area_sq_um 0 \
    area_growth_pct 96.7 \
    grt_pass1_wl_um 4270 \
    cap_violations 0 \
    synthesis.area_sq_um 641 \
    ys_warn_count 1 \
    antenna_found_initial 0 \
    routabilityCongestion 0.827 \
    setup_viol 0 \
    rows 21 \
    numPortBuffers 28 \
    tool_warnings 67 \
    core_area_sq_mm 0.00342 \
    path_class "in -> out" \
    grt.met1_usage_pct 11.3 \
    grt_usage_pct 7.99 \
    grt_pass1_vias 829 \
    grtUsageMet2_pct 13.2 \
    synth_top_area_share_pct 15.2 \
    min_to "instruction_out[24]" \
    holdPathStages 5 \
    drt_iter0_drc 70 \
    fmax_mhz 574 \
    finalNonFillerCells 189 \
    worstPathArrival_ns 1.38 \
    synthCells 93 \
    drc_errors 0 \
    antenna_left 0 \
    die-width_um 80 \
    vdd_drop_max_uv 107 \
    die_h_um 80 \
    largest_area_cell "buf_4" \
    viasPerCell 4.33 \
    ioPinCount 66 \
    grt_max_degree 11 \
    die_area_sq_mm 0.00640 \
    ys_types 34 \
    yosys_area_sq_um 641 \
    worstHoldStart "read_addr[6]" \
    grt_busiest_layer "met2" \
    hold_path.class "in -> out" \
    p_per_area_mw_per_mm2 198 \
    syn_avg_cell_area_sq_um 6.89 \
    final_util_pct 36.9 \
    fin_crit_ns 1.74 \
    leakagePower_nw 0.630 \
    synth_seq_share_pct 0 \
    fin_ws_ns 0.0578 \
    slew_violations 0 \
    hold_violations 0 \
    dp_hpwl_um 1720 \
    grt.overflow.total 0 \
    ys_cells 93 \
]
[how the worst max path moves through the flow]
stage,cells after the start,endpoint,from,slack [ns]
CTS,7,instruction_out[15],read_addr[2],-0.08
global route,7,instruction_out[10],read_addr[5],-0.002
finish,8,instruction_out[9],read_addr[5],0.06
[repair_timing]
item,in CTS,in global routing
pin swaps,11,3
setup buffers,9,1
cloned,4,0
gates resized,89,9
endpoints found under the setup margin,22,8
[placed cells by master, fill, tap and decap left out, drive strengths merged]
master / Yosys / final
nor2b: 4 / 4
inv: 4 / 4
bufbuf: 0 / 2
o211ai: 1 / 1
a21oi: 8 / 8
a311oi: 1 / 1
clkbuf: 0 / 1
nor3: 4 / 4
and2: 1 / 1
o2bb2ai: 1 / 1
and3: 1 / 1
or2: 1 / 2
clkdlybuf4s15: 0 / 3
nand2: 9 / 9
buf: 18 / 35
conb: 1 / 10
nand3b: 1 / 1
nand2b: 3 / 3
a211oi: 4 / 4
o21a: 1 / 1
ha: 7 / 7
dlygate4sd2: 0 / 15
o21ai: 7 / 7
dlymetal6s2s: 0 / 2
nor2: 10 / 10
o21bai: 1 / 1
o211a: 1 / 1
nand3: 2 / 2
o311a: 1 / 1
a31oi: 1 / 1
[per-stage QoR]
stage	total power, mW	area (sq um)	setup TNS, ns	hold slack [ns]
floorplan	0.110	674	0	0.792
global placement	0.188	996	-14.52	1.80
detailed placement	0.187	996	-14.64	1.80
CTS	0.243	1240	-0.102	1.27
global route	0.272	1260	-0.00158	1.22
finish	0.250	1260	0	1.18
[where the power goes]
part / switching (mW) / internal, mW / total [mW]
clock: 0 / 0 / 0
combinational: 0.111 / 0.139 / 0.250
sequential: 0 / 0 / 0
[cell type report]
cell class / count / area [sq um]
fill: 333 / 2160
timing repair buffer: 58 / 544
inverter: 4 / 25.0
tap: 46 / 57.6
multi-input combinational: 81 / 633
[synthesized netlist by cell type (all sizes together) (2+ instances only)]
master	count
buf	18
o21ai	7
nor2b	4
a211oi	4
ha	7
nand2	9
nand3	2
a21oi	8
nand2b	3
inv	4
nor3	4
nor2	10
[worst max-delay path: stages]
cell,delay [ns]
buf_2,0.12
buf_6,0.12
buf_4,0.13
nor2_4,0.10
buf_4,0.11
nand2_1,0.08
a21oi_2,0.15
dlygate4sd2_1,0.22
[cells by family after synthesis]
logic type / after synthesis / share of synthesized area (%)
simple gates: 36 / 29.1
compound gates: 27 / 29.9
buf+inv: 22 / 26.8
fa+ha+maj: 7 / 13.7
other cells: 1 / 0.585
[per-layer routing]
metal | part of all wire [%] | vias to the layer above
met5 | 0 | -
met4 | 0 | 0
met3 | 4.9 | 0
met2 | 47 | 30
met1 | 48 | 385
li1 | - | 403
No activity file was given, so power comes from the tool's default toggle rates.
