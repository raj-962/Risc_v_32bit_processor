<file path="./run.sh">
#!/bin/bash
# OpenROAD 26Q1-2900-gdf79404cd8, Yosys 0.63+post, stock flow scripts
make -C /OpenROAD-flow-scripts/flow DESIGN_CONFIG=/design/flow/config.mk WORK_HOME=/design/flow/orfs finish
</file>
<file path="./config.mk">
export PLATFORM = sky130hd
export DESIGN_NAME = data_memory
export DESIGN_NICKNAME = data_memory
export VERILOG_FILES = /design/flow/design.v
export SDC_FILE = /design/flow/constraint.sdc
export NUM_CORES = 4
export LEC_CHECK = 1
export CORE_UTILIZATION = 50
</file>
<file path="./constraint.sdc">
current_design data_memory

set clk_period 5.4
set clk_io_pct 0.2

create_clock -name clk0 -period $clk_period [get_ports {clk}]

set non_clock_inputs [all_inputs -no_clocks]
set_input_delay [expr $clk_period * $clk_io_pct] -clock clk0 $non_clock_inputs
set_output_delay [expr $clk_period * $clk_io_pct] -clock clk0 [all_outputs]
</file>
<file path="./design.v">
module data_memory ( clk , rst , Mem_Write , Mem_Read , Read_addr , Write_Data , Mem_data_out );
input clk , rst, Mem_Write , Mem_Read;
input [31:0] Read_addr , Write_Data;
output  [31:0] Mem_data_out;
reg [31:0] D_Memory [63:0];
integer i;
  assign Mem_data_out = (Mem_Read) ? D_Memory[Read_addr] : 32'b00;
always @(posedge clk) begin
	D_Memory[17] = 56;
	D_Memory[15] = 65;
  D_Memory[28] = 88;
end
always @(posedge clk or posedge rst) begin
    if (rst ) begin
      for (i = 0; i < 64; i = i + 1) begin
        D_Memory[i] = 32'b00;
      end
    end else if (Mem_Write) begin
      D_Memory[Read_addr] = Write_Data;
    end
  end
endmodule  
</file>
==> tab_implementation.tex <==
% Auto-generated results table
\begin{tabular}{lr}
\hline
Metric & Value \\
\hline
\multicolumn{2}{l}{\textbf{Clocking}} \\
\quad Total number of clock tree sinks & 1952 \\
\quad TritonCTS clock tree & built \\
\quad Total CTS buffers & 205 \\
\quad Cell chosen for the clock root & clkbuf\_16 \\
\quad Latest clock arrival within the worst-skew pair & 0.87 ns \\
\quad Hold bufs inserted after CTS & 0 \\
\quad Buffer levels on the longest clock path & 3 \\
\quad Number of levels in the clock H-tree & 4 \\
\quad Worst-path clk slew & 0.06 ns \\
\multicolumn{2}{l}{\textbf{Job}} \\
\quad Max-cap check violation count & 0 \\
\quad Number of warning messages in the logs & 70 \\
\multicolumn{2}{l}{\textbf{Route}} \\
\quad Final Routed Wirelength & 363000 um \\
\quad Vias & 61600 \\
\quad Via density per instance & 6.74 \\
\quad Post-detailed-route count of antenna-violating nets & 0 \\
\quad Count of routing violations after the opening detailed-route iteration & 5265 \\
\quad Detailed Routing Iterations Pass 1 & 6 \\
\quad Wire length per cell & 39.7 um \\
\quad Remaining routing DRC violations & 0 \\
\multicolumn{2}{l}{\textbf{Global route}} \\
\quad GRT Resource Usage Total & 44.9\% \\
\quad Pin count of the biggest net entering global routing & 119 \\
\quad GRT met1 Usage & 59.7\% \\
\quad GRT busiest layer & met2 \\
\quad Grt ovf & 0 \\
\quad Met2 track demand over resource in global routing & 60.5\% \\
\quad Number of global-route vias before repair & 61500 \\
\quad Antenna violations before repair & 21 \\
\quad GRT met3 Usage & 25.6\% \\
\quad Global-route wire length before repair & 501000 um \\
\multicolumn{2}{l}{\textbf{Logic synthesis}} \\
\quad Seq/Total Area, Yosys & 57.2\% \\
\quad Flip-flop and latch count after synthesis & 1952 \\
\quad Post-synth tally of flip-flops with integrated enable & 0 \\
\quad Post-synthesis chip area from yosys & 85300 sq um \\
\quad Gate count after technology mapping & 6328 \\
\quad Warnings, synthesis & 194 \\
\quad Ys flop type & dfrtp\_1 \\
\quad Syn Std Cell Area & 85300 sq um \\
\quad Number of cell instances after yosys synthesis & 6328 \\
\quad Avg Cell Area, Syn & 13.5 sq um \\
\quad Count of distinct cell types in the synthesized netlist & 68 \\
\quad Share of flip-flops with an asynchronous set or reset & 100\% \\
\multicolumn{2}{l}{\textbf{Floorplanning}} \\
\quad Ports placed on the boundary & 100 \\
\quad Floorplan utilization & 50.4\% \\
\quad Die height & 415 um \\
\quad Area of the core & 169000 sq um \\
\quad Number of placement rows & 151 \\
\quad Horizontal die dimension & 415 um \\
\quad Floorplan die area & 172000 sq um \\
\multicolumn{2}{l}{\textbf{Cells and area}} \\
\quad Area overhead of the layout relative to synthesis & 19.5\% \\
\quad Tally of filler cells in the layout & 12800 \\
\quad Fraction of final layout cells with drive strength greater than 1 & 46.0\% \\
\quad Share of the core filled with cells & 60.2\% \\
\quad Flip-flop count of the largest register after layout & 1952 \\
\quad Non-Filler Cell Area, Final & 102000 sq um \\
\multicolumn{2}{l}{\textbf{Setup path}} \\
\quad Arrival time of data at the critical path endpoint & 4.32 ns \\
\quad Critical Path RT & 4.32 ns \\
\quad Crit path launch type & primary input \\
\quad Startpoint-to-endpoint class of the critical path & in -> out \\
\quad Worst-path maximum fanout & 11 \\
\quad Crit end category & output pin \\
\multicolumn{2}{l}{\textbf{Power}} \\
\quad Maximum ir drop on the vdd rail & 0.000342 V \\
\quad Leakage power summed over all cells & 0.0477 uW \\
\quad Total power & 36000 uW \\
\quad Total power per unit cell area & 353 nW/um\^{}2 \\
\multicolumn{2}{l}{\textbf{Final timing}} \\
\quad Final worst setup slack & -0.00426 ns \\
\quad Actual slew at the worst max-slew pin & 0.915 ns \\
\quad Hold violation total from the final report & 0 \\
\quad Final critical delay including setup and external delays & 5.40 ns \\
\quad Hold WS & 0.484 ns \\
\quad Max Slew Vio Count & 0 \\
\quad Final number of setup-violating endpoints & 1 \\
\quad Max\_slew headroom & 39.0\% \\
\quad Worst clock skew & 0 ns \\
\quad Part of the cycle the worst path needs & 100\% \\
\quad Setup repair after global routing missed its margin & true \\
\quad Achievable frequency & 185 MHz \\
\multicolumn{2}{l}{\textbf{Outcome}} \\
\quad Result of the run & complete, but fails checks \\
\quad Violated checks & setup timing \\
\multicolumn{2}{l}{\textbf{Placement}} \\
\quad Buffers on Ports & 73 \\
\quad Detailed-placement wirelength estimate & 228000 um \\
\quad Pre-CTS setup slack & -0.435 ns \\
\quad Area after detailed placement & 94700 sq um \\
\quad RePlAce Congestion & 0.977 \\
\multicolumn{2}{l}{\textbf{Worst hold path}} \\
\quad Worst min-delay path category & reg -> reg \\
\hline
\end{tabular}
## where the power goes
group	internal [uW]	switching, uW
sequential	16900	1120
clock	8060	5980
combinational	2100	1750
total	27100	8860
## area by class of cell
type                            instances  area [sq um]  area share, %
Tap cell                             2218          2780           2.72
Antenna cell                           16          40.0         0.0393
Inverter                                4          18.8         0.0184
Clock inverter                         43           469          0.460
Clock buffer                          324          6190           6.07
Sequential cell                      1952         48800           47.9
Timing Repair Buffer                  839          8790           8.62
Multi-Input combinational cell       3740         34800           34.2
## placed cells by master (no fill, tap or decap), drive strengths merged, types with 5 or more instances in the layout
cell,Yosys,final
and2,38,38
a31oi,31,31
o21ai,39,39
nor2b,6,6
nand2,238,238
bufinv,0,5
a2111oi,50,50
diode,0,16
and3,154,154
a22oi,795,795
mux2,1953,1953
nand3,97,97
clkinv,0,32
nor2,64,64
nor3,30,30
a222oi,30,30
nand2b,7,7
clkdlybuf4s50,0,37
inv,4,8
dfrtp,1952,1952
nor4,68,68
buf,297,798
nand4,81,81
clkbuf,335,326
a21oi,9,9
## cell usage after synthesis (3+ instances only)
| library cell | count | area share (%) |
|---|---|---|
| buf_4 | 27 | 0.24 |
| a2111oi_0 | 49 | 0.50 |
| nor4b_2 | 3 | 0.053 |
| a22o_1 | 3 | 0.031 |
| a21oi_1 | 9 | 0.053 |
| dfrtp_1 | 1952 | 57 |
| mux2_2 | 1873 | 25 |
| nand3_1 | 97 | 0.57 |
| and4_1 | 4 | 0.041 |
| nor2_1 | 54 | 0.24 |
| o21ai_0 | 38 | 0.22 |
| a22oi_1 | 795 | 7.0 |
| and2_0 | 6 | 0.044 |
| nor3_2 | 3 | 0.035 |
| inv_1 | 4 | 0.018 |
| nand2_1 | 236 | 1.0 |
| nand2b_1 | 7 | 0.051 |
| a222oi_1 | 30 | 0.35 |
| nor2_2 | 7 | 0.051 |
| buf_1 | 26 | 0.11 |
| and4b_1 | 3 | 0.035 |
| nand4_1 | 81 | 0.59 |
| nor2b_1 | 6 | 0.044 |
| clkbuf_1 | 334 | 1.5 |
| and2_1 | 32 | 0.23 |
| a31oi_1 | 31 | 0.23 |
| mux2_1 | 80 | 1.1 |
| nor2_4 | 3 | 0.040 |
| nor4_1 | 68 | 0.50 |
| and3_1 | 154 | 1.1 |
| buf_2 | 242 | 1.4 |
| nor4bb_1 | 3 | 0.035 |
| nor3_1 | 27 | 0.16 |
## metrics by stage
stage                     setup TNS, ns  cells
final                          -0.00426   9136
after global routing            -0.0327   9123
after CTS                       -0.0844   9114
after detailed placement          -4.07   8743
after global placement            -4.50   8743
after floorplan                       -   6328
## layer usage
| metal | routed length, um | share of wire (%) | up-vias |
|---|---|---|---|
| li1 | - | - | 24400 |
| met1 | 131000 | 36 | 32600 |
| met2 | 154000 | 43 | 3523 |
| met3 | 53600 | 15 | 1073 |
| met4 | 23700 | 6.5 | 28 |
| met5 | 264 | 0.073 | - |
## cells by family after synthesis
| group | share of synthesized area (%) |
|---|---|
| AND/OR/NAND/NOR | 5.06 |
| multiplexers | 25.8 |
| AND-OR/OR-AND | 8.62 |
| buffers and inverters | 3.29 |
| flip-flops | 57.2 |
## final timing paths
check	startpoint	end	slack [ns]	cells past startpoint
max	Read_addr[4]	Mem_data_out[30]	-0.004	15
min	D_Memory[60][21]	D_Memory[60][21]	0.48	1
max reg2reg	D_Memory[62][16]	D_Memory[62][16]	4.60	1
min reg2reg	D_Memory[60][21]	D_Memory[60][21]	0.48	1
max in group asynchronous	rst	D_Memory[4][4]	3.16	4
min in group asynchronous	rst	D_Memory[35][0]	1.00	3
## critical path: stages
cell	delay, ns
clkdlybuf4s50_1	0.44
buf_12	0.17
buf_4	0.18
nand2b_2	0.26
buf_4	0.19
nor2_4	0.21
buf_12	0.21
buf_12	0.22
a22oi_1	0.12
nand2_1	0.09
nor4_1	0.05
buf_4	0.14
a31oi_1	0.20
buf_4	0.23
clkdlybuf4s50_1	0.48
## repair_timing
action | CTS | global route
buffers inserted | 3 | 5
pin swaps | 10 | 9
gates cloned | 1 | 1
setup endpoints to repair | 30 | 28
gates resized | 66 | 37
endpoints found under the hold margin | 0 | 0
No activity file was given, so power comes from the tool's default toggle rates.
